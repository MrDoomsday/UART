--- design/flow/design.v ---
module avalon_to_reg (
    input bit clk,
    input bit reset_n,
	input 	bit 				avmms_write_i,
	input 	bit 	[2:0] 		avmms_address_i,
	input 	bit 	[31:0]		avmms_writedata_i,
    input   bit     [3:0]       avmms_byteenable_i,
    input   bit                 avmms_read_i,
	output 	bit 				avmms_waitrequest_o,
    output  bit     [31:0]      avmms_readdata_o,
    output   bit                cr_pbit,  
    output   bit     [1:0]      cr_sbit,  
	output 	 bit				cr_ptype, 
    output   bit     [31:0]	    cr_baud_limit,
    output   bit                cr_baud_update,
    output   bit                cr_tx_en,
    output   bit                cr_rx_en,
    input   bit                 fifo_tx_empty,
    input   bit                 fifo_tx_full,
    input   bit     [31:0]      fifo_tx_fill,
    input   bit                 fifo_rx_empty,
    input   bit                 fifo_rx_full,
    input   bit     [31:0]      fifo_rx_fill,
    output   bit     [7:0]      tx_byte,
    output   bit                tx_valid,
    output  bit                 rx_read,
    input   bit     [8:0]       rx_readdata,
    input   bit                 rx_readdatavalid
);
bit next_waitrequest;
bit write_transaction, read_transaction; 
    always_ff @ (posedge clk or negedge reset_n)
        if(!reset_n) begin
            cr_pbit <= 1'b0;
            cr_ptype <= 1'b0;
            cr_sbit <= 2'b00;
            cr_tx_en <= 1'b1;
            cr_rx_en <= 1'b1;
        end
        else if((avmms_address_i == 3'h0) && avmms_write_i && !avmms_waitrequest_o) begin
            if(avmms_byteenable_i[1]) begin
                cr_rx_en    <= avmms_writedata_i[13];
                cr_tx_en    <= avmms_writedata_i[12];
                cr_sbit     <= avmms_writedata_i[11:10];
                cr_ptype    <= avmms_writedata_i[9];
                cr_pbit     <= avmms_writedata_i[8];
            end
        end
    always_ff @ (posedge clk) begin
        if((avmms_address_i == 3'h1) && avmms_write_i && !avmms_waitrequest_o) begin
            if(avmms_byteenable_i[3])   cr_baud_limit[31:24] <= avmms_writedata_i[31:24];
            if(avmms_byteenable_i[2])   cr_baud_limit[23:16] <= avmms_writedata_i[23:16];
            if(avmms_byteenable_i[1])   cr_baud_limit[15:8]  <= avmms_writedata_i[15:8];
            if(avmms_byteenable_i[0])   cr_baud_limit[7:0]   <= avmms_writedata_i[7:0];
        end
    end
    always_ff @ (posedge clk or negedge reset_n)
        if(!reset_n) cr_baud_update <= 1'b0;
        else if((avmms_address_i == 3'h1) && avmms_write_i && !avmms_waitrequest_o) cr_baud_update <= 1'b1;
        else cr_baud_update <= 1'b0;
    always_ff @ (posedge clk or negedge reset_n)
        if(!reset_n) begin
            tx_byte     <= 8'h0;
            tx_valid    <= 1'b0;
        end
        else if((avmms_address_i == 3'h4) && avmms_write_i && !avmms_waitrequest_o && avmms_byteenable_i[0]) begin
            tx_byte     <= avmms_writedata_i[7:0];
            tx_valid    <= 1'b1;
        end
        else begin
            tx_byte     <= 8'h0;
            tx_valid    <= 1'b0;
        end
    always_ff @ (posedge clk or negedge reset_n)
        if(!reset_n) begin
            write_transaction   <= 1'b0;
            read_transaction    <= 1'b0;
        end
        else begin
            if(!write_transaction) write_transaction <= avmms_write_i;
            else if(avmms_write_i & !avmms_waitrequest_o) write_transaction <= 1'b0;
            if(!read_transaction) read_transaction <= avmms_read_i;
            else if(avmms_read_i & !avmms_waitrequest_o) read_transaction <= 1'b0;
        end
    always_ff @ (posedge clk or negedge reset_n)
        if(!reset_n) begin
            avmms_waitrequest_o <= 1'b1;
            next_waitrequest <= 1'b1;
        end
        else begin
            if(avmms_read_i && (avmms_address_i == 3'h5) && !read_transaction) begin
                next_waitrequest <= 1'b0;
                avmms_waitrequest_o <= next_waitrequest;
            end
            else if(avmms_write_i && !write_transaction || avmms_read_i && !read_transaction) begin
                avmms_waitrequest_o <= 1'b0;
                next_waitrequest <= 1'b1;
            end
            else begin 
                next_waitrequest <= 1'b1;
                avmms_waitrequest_o <= next_waitrequest;
            end
        end
    assign rx_read = avmms_read_i & (avmms_address_i == 3'h5) & !read_transaction;
    always_ff @ (posedge clk) begin
        avmms_readdata_o <= 32'h0;
        case(avmms_address_i)
            3'h0:   avmms_readdata_o <= {16'h0, {2'h0, cr_rx_en, cr_tx_en, cr_sbit, cr_ptype, cr_pbit}, {4'h0, fifo_tx_full, fifo_tx_empty, fifo_rx_full, fifo_rx_empty}};
            3'h1:   avmms_readdata_o <= cr_baud_limit;
            3'h2:   avmms_readdata_o <= fifo_tx_fill;
            3'h3:   avmms_readdata_o <= fifo_rx_fill;
            3'h5:   avmms_readdata_o <= {23'h0, rx_readdata};
            default:    avmms_readdata_o <= 32'h0;
        endcase
    end
endmodule
--- design/flow/run.sh ---
#!/bin/bash
# OpenROAD 26Q1-2900-gdf79404cd8, Yosys 0.63+post, stock flow scripts
make -C /OpenROAD-flow-scripts/flow DESIGN_CONFIG=/design/flow/config.mk WORK_HOME=/design/flow/orfs finish
--- design/flow/config.mk ---
export PLATFORM = sky130hd
export DESIGN_NAME = avalon_to_reg
export DESIGN_NICKNAME = avalon_to_reg
export VERILOG_FILES = /design/flow/design.v
export SDC_FILE = /design/flow/constraint.sdc
export NUM_CORES = 4
export LEC_CHECK = 1
export CORE_UTILIZATION = 40
--- design/flow/constraint.sdc ---
current_design avalon_to_reg

set clk_period 2.8
set clk_io_pct 0.2

create_clock -name clk0 -period $clk_period [get_ports {clk}]

set non_clock_inputs [all_inputs -no_clocks]
set_input_delay [expr $clk_period * $clk_io_pct] -clock clk0 $non_clock_inputs
set_output_delay [expr $clk_period * $clk_io_pct] -clock clk0 [all_outputs]
==> run_results.csv <==
group,metric,value,unit
final_timing,rsz0062_at_grt,"false",
yosys,top_area_share,28.49,%
clock_tree,cts-root-buf,"clkbuf_8",
final_timing,setup_violations,0,
clock_tree,cts_setup_buffers,0,
min_path,hold_depth,1,
route,via_per_inst,4.882,
final_timing,max-slew-margin-rel,40.11,%
yosys,top_cells_by_count,"dfxtp_1, edfxtp_1, mux2_2",
clock_tree,cts_resized,0,
job,maxCapViolCount,0,
power_and_ir_drop,clkPwrFrac,31.9,%
yosys,syn_inst,237,
clock_tree,clk_pin_slew,0.07,ns
route,wirelength,9.134,mm
route,diodes,0,
route,drcViolationCount,0,
layout,finalInstanceArea,0.005624,mm2
clock_tree,cts_hold_buf,0,
worst_setup_path,cp-start-kind,"input port",
yosys,ys_area,0.003373,mm2
final_timing,fin_crit,2.344,ns
route,vias,2680,
die,die_w,93.83,um
die,die_area,0.008804,mm2
clock_tree,cts_buffers,9,
yosys,syn_area,0.003373,mm2
place,portBuffers,201,
worst_setup_path,path_class,"input port to primary output",
die,initial_core_util,41.26,%
clock_tree,cts_sinks,84,
power_and_ir_drop,p_sw,0.5639,mW
place,place.gp.congestion,0.8583,
clock_tree,cts_buffer_depth,2,
route,drtAntennaViolNets,0,
power_and_ir_drop,p_int,2.091,mW
final_timing,final.setup.tns,0,ns
final_timing,fmax,426.7,MHz
yosys,ys_cells,237,
layout,area_delta_synth_final,66.73,%
min_path,hold_class,"flip-flop to flip-flop",
global_routing,grt_pass1_wl,13.92,mm
layout,fillerInstances,591,
yosys,topCellsByArea,"edfxtp_1, dfxtp_1, dfrtp_1, mux2_2, a22oi_1",
clock_tree,htreeDepth,3,
clock_tree,worstSkewPairLatency,0.34,ns
final_timing,slew_viol_final,0,
worst_setup_path,critical_path_required,2.24,ns
power_and_ir_drop,sw_frac_of_total,21.24,%
power_and_ir_drop,pwr-share-comb,16.6,%
place,placed_area,0.005430,mm2
final_timing,worst_pin_slew,0.8983,ns
worst_setup_path,rr_worst_depth,3,
place,dp_hpwl,6.773,mm
yosys,ys.flops,84,
yosys,yosys_warnings,1,
power_and_ir_drop,p_per_area,472.1,mW/mm2
route,wire_per_inst,16.64,um
power_and_ir_drop,peakVddDrop,0.0002349,V
die,rows,33,
global_routing,antenna_found_initial,0,
route,dr.pass1.iters,4,
final_timing,fin_crit_sh,83.70,%
global_routing,grt_pass1_vias,2694,
layout,drive_gt1_share,13.96,%
run_status,status,"finished, final reports clean",
yosys,yosys.area.top_type,"edfxtp_1",
global_routing,grt_start_max_net_pins,43,
job,tool_warnings,27,
yosys,ys_types,31,
final_timing,finClkSkew,0.008876,ns
power_and_ir_drop,p_leak,2.175,nW
global_routing,grt.overflow.total,0,
final_timing,hold_viol_final,0,
yosys,synth.avg_cell_area,14.23,um2
global_routing,grt_usage,22.34,%
yosys,ff_type,"edfxtp_1",
yosys,synthArstFlopShare,23.81,%
clock_tree,cts_tree,"built",
power_and_ir_drop,seqPwrFrac,51.5,%
worst_setup_path,crit_path_end_kind,"primary output",
die,io_pins,203,
route,drtIter0Drc,70,
yosys,yosysSeqAreaShare,62.46,%
worst_setup_path,critPathMaxFanout,4,
die,die_h,93.83,um
power_and_ir_drop,power,2.655,mW
worst_setup_path,cp.arrival,1.78,ns
yosys,edf_count,32,
die,core_area,0.008175,mm2
cell families (layout without fill, tap and decap cells):
logic type / count (synthesis) / count (layout) / share of synthesized area (%)
AND-OR/OR-AND: 40 / 40 / 8.865
AND/OR/NAND/NOR: 54 / 54 / 10.05
flip-flops: 84 / 84 / 62.46
buffers and inverters: 20 / 227 / 3.894
multiplexers: 39 / 39 / 14.73
worst max-delay path: stages:
cell and delay [ns]:
clkdlybuf4s50_1 0.52, nand4b_1 0.16, inv_1 0.08, clkdlybuf4s50_1 0.45
final timing paths:
kind	start	end	slack, ns
setup / recovery	avmms_read_i	rx_read	0.46
min in group asynchronous	reset_n	cr_sbit[0]	0.55
setup reg to reg	avmms_waitrequest_o	cr_baud_limit[8]	1.11
hold / removal	next_waitrequest	avmms_waitrequest_o	0.48
max in group asynchronous	reset_n	avmms_waitrequest_o	1.97
hold reg to reg	next_waitrequest	avmms_waitrequest_o	0.48
per-stage QoR:
stage	worst slack (ns)	hold WS, ns	utilization (%)	std cells
after floorplan	1.082	0.2644	-	237
after global placement	0.4421	0.4613	66.42	533
after detailed placement	0.4493	0.4654	66.42	533
after CTS	0.4554	0.4767	68.79	549
after global routing	0.3910	0.4926	68.79	549
final	0.4564	0.4768	68.79	549
power by group through the flow:
stage,Sequential [mW],Combinational (mW),Clock (mW)
CTS,1.37,0.448,0.873
global route,1.37,0.479,0.926
finish,1.37,0.441,0.847
registers in the layout, indices dropped and copies added, names as in the netlist:
| name | cells |
|---|---|
| cr_baud_limit | 32 |
| cr_tx_en | 1 |
| write_transaction | 1 |
| cr_sbit | 2 |
| tx_valid | 1 |
| cr_rx_en | 1 |
| cr_baud_update | 1 |
| avmms_waitrequest_o | 1 |
| read_transaction | 1 |
| cr_pbit | 1 |
| next_waitrequest | 1 |
| cr_ptype | 1 |
| avmms_readdata_o | 32 |
| tx_byte | 8 |
placed cells by master (no fill, tap or decap), drive strengths merged, types with 2 or more instances in the layout:
master | netlist | routed
nor2b | 8 | 8
mux2i | 5 | 5
nor3 | 4 | 4
a22oi | 27 | 27
clkdlybuf4s50 | 0 | 198
o22ai | 5 | 5
a221o | 4 | 4
and2 | 12 | 12
inv | 4 | 4
nor2 | 21 | 21
and3b | 2 | 2
edfxtp | 32 | 32
dfstp | 4 | 4
dfrtp | 16 | 16
nand4b | 2 | 2
dfxtp | 32 | 32
and2b | 3 | 3
clkbuf | 0 | 12
buf | 16 | 9
clkinvlp | 0 | 2
mux4 | 5 | 5
mux2 | 29 | 29
a21oi | 2 | 2
cell type report:
cell class	instances	area, um2	area share (%)
clock buffer	12	145.1	2.581
clock inverter	4	48.80	0.8676
inverter	4	15.01	0.2670
multi-input combinational	133	1135	20.18
sequential	84	2107	37.46
tap	105	131.4	2.336
timing repair buffer	207	2042	36.31
metal layers:
metal	vias up	GRT usage, %	routed length [um]
li1	1286	-	-
met1	1258	29.91	3528
met2	122	36.86	4478
met3	14	8.477	975
met4	0	3.333	151
met5	-	0	0
No activity file was given, so power comes from the tool's default toggle rates.
